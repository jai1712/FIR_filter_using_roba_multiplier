===== config.mk =====
export PLATFORM = sky130hd
export DESIGN_NAME = fir
export DESIGN_NICKNAME = fir
export VERILOG_FILES = /design/flow/design.v
export SDC_FILE = /design/flow/constraint.sdc
export NUM_CORES = 4
export LEC_CHECK = 1
export CORE_UTILIZATION = 50

===== constraint.sdc =====
current_design fir

set clk_period 45.5
set clk_io_pct 0.2

create_clock -name clk0 -period $clk_period [get_ports {clk}]

set non_clock_inputs [all_inputs -no_clocks]
set_input_delay [expr $clk_period * $clk_io_pct] -clock clk0 $non_clock_inputs
set_output_delay [expr $clk_period * $clk_io_pct] -clock clk0 [all_outputs]

===== design.v =====
module fir(clk,rst,x,y,h0,h1,h2,h3);
  input [31:0]x,h0,h1,h2,h3;
  output [63:0]y;
  input clk,rst;
  wire [63:0]w1,w2,w3,w4,q1,s1,q2,s2,q3,q4,q5,q6,q7,q8,q9;
RoBA_mul m1(clk,rst,x,h0,w1); 
dff64 b1(w1,clk,q1,rst);
dff64 b2({32'b0000,x},clk,q2,rst);
dff64 b3(q2,clk,q3,rst);
RoBA_mul m2(clk,rst,q3[31:0],h1,w2); 
assign s1=q1+w2;
dff64 b4(s1,clk,q4,rst);
dff64 b5(q3,clk,q5,rst);
dff64 b6(q5,clk,q6,rst);
RoBA_mul m3(clk,rst,q6[31:0],h2,w3); 
assign s2=q4+w3;
dff64 b7(s2,clk,q7,rst);
dff64 b8(q6,clk,q8,rst);
dff64 b9(q8,clk,q9,rst);
RoBA_mul m4(clk,rst,q9[31:0],h3,w4); 
assign y=q7+w4;
endmodule 
module RoBA_mul(clk,rst,A,B,Final_Out);
input clk,rst;
input [31:0]A,B;
output [63:0]Final_Out;
wire [4:0]r1,r2;
wire [31:0]As,Bs,Ar,Br;
wire [63:0]BrA,BrAr,ArB,a1,prod;
sign_det sd(A,B,As,Bs,Sa,Sb);
rounding m1(clk,rst,As,r1,Ar);
rounding m2(clk,rst,Bs,r2,Br);
shifter m3(As,r2,BrA);
shifter m4(Ar,r2,BrAr);
shifter m5(Bs,r1,ArB);
adder m6(BrA,ArB,a1);
subtractor m7(a1,BrAr,prod);
sign_set ss(rst,prod,As,Bs,Sa,Sb,Final_Out);
endmodule
module adder(a,b,sum);
input [63:0]a,b;
output [63:0]sum;
assign sum=a+b;
endmodule
module dff64(d,clk,q,rst);
  input [63:0]d;
  input clk,rst;
  output reg [63:0]q;
  always@(posedge clk)
begin
  if(rst)
    q<=64'b0;
  else
    q<=d;
  end
endmodule
module rounding(clk,rst,in,count,power);
  input clk,rst;
  input [31:0]in;
  output reg [4:0]count;
  output [31:0]power;
  assign power=2**count;
  always@(posedge clk)
  begin
    if(rst)
      count=5'd0;
		else if(in[31]==1)
      count=5'd31;
      else if(in[30]==1)
      count=5'd30;
      else if(in[29]==1)
      count=5'd29;
      else if(in[28]==1)
      count=5'd28;
      else if(in[27]==1)
      count=5'd27;
      else if(in[26]==1)
      count=5'd26;
      else if(in[25]==1)
      count=5'd25;
      else if(in[24]==1)
      count=5'd24;
		else if(in[23]==1)
      count=5'd23;
      else if(in[22]==1)
      count=5'd22;
      else if(in[21]==1)
      count=5'd21;
      else if(in[20]==1)
      count=5'd20;
      else if(in[19]==1)
      count=5'd19;
      else if(in[18]==1)
      count=5'd18;
      else if(in[17]==1)
      count=5'd17;
      else if(in[16]==1)
      count=5'd16;
		else if(in[15]==1)
      count=5'd15;
      else if(in[14]==1)
      count=5'd14;
      else if(in[13]==1)
      count=5'd13;
      else if(in[12]==1)
      count=5'd12;
      else if(in[11]==1)
      count=5'd11;
      else if(in[10]==1)
      count=5'd10;
      else if(in[9]==1)
      count=5'd9;
      else if(in[8]==1)
      count=5'd8;
      else if(in[7]==1)
      count=5'd7;
      else if(in[6]==1)
      count=5'd6;
      else if(in[5]==1)
      count=5'd5;
      else if(in[4]==1)
      count=5'd4;
      else if(in[3]==1)
      count=5'd3;
      else if(in[2]==1)
      count=5'd2;
      else if(in[1]==1)
      count=5'd1;
      else if(in[0]==1)
      count=5'd0;
    end
  endmodule
module shifter(in,r,out);
input [31:0]in;
input [4:0]r;
output [63:0]out;
assign out=({32'b0,in})<<r;
endmodule
module sign_det(A,B,As,Bs,Sa,Sb);
input [31:0]A,B;
output [31:0]As,Bs;
output Sa,Sb;
assign {Sa,As}=A[31]?{1'b1,(~A+1'b1)}:{1'b0,A};
assign {Sb,Bs}=B[31]?{1'b1,(~B+1'b1)}:{1'b0,B};
endmodule
module sign_set(rst,prod,As,Bs,Sa,Sb,p);
input rst;
input [63:0]prod;
input [31:0]As,Bs; 
input Sa,Sb;
output reg [63:0]p;
reg [63:0]out;
always@(prod,Sa,Sb)
begin
if(rst)
begin
out=64'b0;
p=64'b0;
end
else
begin                                                                                                                                                                                                                                                                                                                                                                                                                                            p=As*Bs;
case ({Sa,Sb})
2'b00:out=prod;
2'b01:out=~prod+1'b1;
2'b10:out=~prod+1'b1;
2'b11:out=prod; 
endcase
end
end
endmodule
module subtractor(a,b,diff);
input [63:0]a,b;
output [63:0]diff;
assign diff=a-b;
endmodule

===== run.sh =====
#!/bin/bash
# OpenROAD 26Q1-2900-gdf79404cd8, Yosys 0.63+post, stock flow scripts
make -C /OpenROAD-flow-scripts/flow DESIGN_CONFIG=/design/flow/config.mk WORK_HOME=/design/flow/orfs finish

==> flow_summary_export.csv <==
group,metric,value,unit
timing,achievable-frequency,31.6,MHz
placement,input_output_buffers,225,
drt,detailed_route_wire_length,520000,um
synthesis,edff_count_synth,0,
drt,drtAntennaViolNets,0,
worst_setup_path,critical-path-max-stage-delay,0.80,ns
placement,placed_cell_area,165000,um^2
worst_hold_path,capture_endpoint_of_the_worst_hold_path,"b9.q[3]$_SDFF_PP0_",
worst_setup_path,crit_path_max_fanout,27,
synthesis,flop_cell,"sky130_fd_sc_hd__dfxtp_1",
drt,detailedRoute.firstIterationViolations,6410,
worst_setup_path,worst_setup_path_end_kind,"output port",
worst_setup_path,r2r_slack,31.49,ns
timing,final.hold.worst_slack,0.425,ns
synthesis,synth_flop_count,384,
worst_setup_path,r2r-end,"b4.q[63]$_SDFF_PP0_",
synthesis,yosysMostFrequentCell,"sky130_fd_sc_hd__inv_1",
layout,flop_area,7690,um^2
drt,dr_total_vias,122000,
drt,drt_pass1_iterations,5,
clocking,cts_num_sinks,384,
worst_setup_path,critPathRequiredTime,36.40,ns
clocking,ctsRootBufferMaster,"sky130_fd_sc_hd__clkbuf_16",
global_route,wire_length_of_the_first_global_routing_pass,799000,um
layout,area_used_by_multi_input_combinational_logic,133000,um^2
die,floorplan.die.height,561,um
worst_setup_path,rr_startpoint,"b3.q[0]$_SDFF_PP0_",
die,num_rows,204,
clocking,clk-insertion-delay-late,0.62,ns
layout,design_area,167000,um^2
clocking,cts.reportedPaths.clkPinSlew,0.09,ns
synthesis,commonest_cells_in_the_netlist,"sky130_fd_sc_hd__inv_1 (3699), sky130_fd_sc_hd__fa_1 (3587), sky130_fd_sc_hd__nand2_1 (2659), sky130_fd_sc_hd__nor2_1 (2269), sky130_fd_sc_hd__ha_1 (1249)",
worst_setup_path,arrival,22.59,ns
timing,final.setup_skew,0.0412,ns
placement,gpl.final_weighted_congestion,1.01,
timing,finalCriticalPeriod,31.69,ns
synthesis,syn-cell-area,156000,um^2
synthesis,yosysTopAreaCell,"sky130_fd_sc_hd__fa_1",
worst_setup_path,cpMostUsedCell,"sky130_fd_sc_hd__fa_1",
die,die_area,314000,um^2
die,core_area,310000,um^2
clocking,cts_hold_repair.buffers,0,
timing,finalHoldViolations,0,
global_route,grt_max_degree,149,
clocking,clock_tree_from_tritoncts,"yes",
run_status,result_of_the_run,"complete, no violations",
layout,area_delta_synth_final,6.72,%
global_route,grt_pass1_vias,129000,
timing,final-max-slew-violation-count,0,
job,openroad.warnings,28,
drt,viasPerCell,5.46,
synthesis,yosysWarnings,5,
synthesis,postSynthAreaPerCell,8.53,um^2
global_route,grt_remaining_overflow,0,
synthesis,synthDominantCellAreaShare,46.0,%
layout,fillers,29100,
timing,unrepaired_setup_endpoints_after_global_routing,"no",
drt,drcViolationCount,0,
layout,drive_above_1_share,4.72,%
die,design.portCount,226,
worst_hold_path,timing.hold.worst.start,"b8.q[3]$_SDFF_PP0_",
timing,setup-tns-final,0,ns
worst_setup_path,ff2ff_path_depth,42,
placement,pre_cts_ws,13.97,ns
synthesis,summed_standard_cell_area_reported_by_yosys,156000,um^2
die,die_width,561,um
timing,postLayoutSetupSlackWorst,13.81,ns
synthesis,yosys.cell_types.count,102,
worst_hold_path,min_path_type,"flip-flop to flip-flop",
synthesis,postSynthCellCount,18300,
worst_setup_path,worst_path_max_delay_cell,"sky130_fd_sc_hd__a221oi_1",
worst_setup_path,path_class,"input pin to output port",
worst_setup_path,crit_start_category,"input pin",
clocking,post-cts-setup-buffer-count,0,
global_route,grt.total_usage,36.8,%
synthesis,seq_area_frac_synth,4.93,%
timing,maxSlewHeadroom,29.6,%
die,fp-utilization,50.4,%
timing,timing.final.crit_share,69.7,%
job,maxCapViolations,0,
synthesis,synthTopCellsByArea,"sky130_fd_sc_hd__fa_1 (46%), sky130_fd_sc_hd__ha_1 (10%), sky130_fd_sc_hd__inv_1 (8.9%)",
drt,routedWlPerCell,23.3,um
clocking,cts.path.max_buffers,3,
synthesis,synth_stat.cells,18300,
global_route,number_of_antenna_violations_at_the_first_check_in_global_routing,21,
synthesis,async_reset_ff_share,0,%
clocking,cts.htree.levels,2,
placement,post-dp-hpwl,429000,um
timing,worst_pin_slew,1.05,ns
worst_hold_path,hold_path_depth,1,
timing,setup_violations,0,
layout,postLayoutCoreUtil,53.8,%
clocking,cts_buffers,37,
clocking,post_cts_resize_count,0,
==> per-layer routing <==
layer	global-route usage, %	up-vias	share of wire [%]
li1	-	54600	-
met3	18.0	928	13
met4	12.3	32	4.6
met2	53.8	5418	45
met5	1.27	-	0.13
met1	50.0	61000	37
==> final cells by class <==
| class | count | area share, % |
|---|---|---|
| multi-input cells | 13300 | 79.6 |
| inverters | 3706 | 8.35 |
| flip-flops and latches | 384 | 4.62 |
| repair buffers | 708 | 3.54 |
| well taps | 4120 | 3.10 |
| clock buffers | 49 | 0.637 |
| clock inverters | 17 | 0.109 |
| diodes | 5 | 0.00751 |
==> flip-flops by register name, indices dropped and copies added, names as in the netlist <==
register and flops:
b1.q 64, b4.q 64, b7.q 64, b2.q 32
b3.q 32, b5.q 32, b6.q 32, b8.q 32
b9.q 32
==> metrics by stage <==
stage | std cells
floorplan | 18300
global placement | 22300
detailed placement | 22300
CTS | 22300
global route | 22300
finish | 22300
==> critical path: cells and delay by family <==
kind | cells | cell delay [ns]
simple gates | 8 | 1.54
buf+inv | 9 | 2.64
compound gates | 11 | 3.16
fa+ha+maj | 11 | 4.95
xor+xnor | 4 | 1.14
==> cells by family after synthesis <==
logic type	count (synthesis)	share of synthesized area, %
multiplexers	31	0.221
buffers and inverters	4569	11.0
flip-flops	384	4.93
AND/OR/NAND/NOR	6009	16.3
AND-OR/OR-AND	1670	7.00
adder cells (fa/ha/maj)	4836	56.0
XOR/XNOR	799	4.52
==> cell usage in the layout, fill, tap and decap left out, drive strengths merged, types with 224 or more instances in the layout <==
cell,n
a21o,305
a21oi,461
buf,484
clkdlybuf4s50,224
dfxtp,384
fa,3587
ha,1249
inv,3701
nand2,2659
nor2,2270
nor2b,304
o21ai,322
xnor2,443
xor2,356
==> worst max-delay path by stage <==
stage	startpoint	endpoint	cells after the start
after CTS	h3[0]	y[63]	46
final	h3[0]	y[63]	43
after global routing	h3[4]	y[63]	44
